**/design/flow/run.sh**
```bash
#!/bin/bash
# OpenROAD 26Q1-2900-gdf79404cd8, Yosys 0.63+post, stock flow scripts
make -C /OpenROAD-flow-scripts/flow DESIGN_CONFIG=/design/flow/config.mk WORK_HOME=/design/flow/orfs finish
```
**/design/flow/config.mk**
```make
export PLATFORM = sky130hd
export DESIGN_NAME = top_level_accelerator
export DESIGN_NICKNAME = top_level_accelerator
export VERILOG_FILES = /design/flow/design.v
export SDC_FILE = /design/flow/constraint.sdc
export NUM_CORES = 4
export LEC_CHECK = 1
export CORE_UTILIZATION = 40
```
**/design/flow/constraint.sdc**
```tcl
current_design top_level_accelerator

set clk_period 36.5
set clk_io_pct 0.2

create_clock -name clk0 -period $clk_period [get_ports {clk}]

set non_clock_inputs [all_inputs -no_clocks]
set_input_delay [expr $clk_period * $clk_io_pct] -clock clk0 $non_clock_inputs
set_output_delay [expr $clk_period * $clk_io_pct] -clock clk0 [all_outputs]
```
**/design/flow/design.v**
```verilog
module control_unit #(
    parameter N = 4
) (
    input clk,
    input reset,
    input start,
    output reg done,
    output reg load_enable,
    output reg pe_enable,
    output reg [31:0] cycle_counter
);
    localparam S_IDLE      = 3'b001;
    localparam S_LOADING   = 3'b010;
    localparam S_COMPUTING = 3'b100;
    reg [2:0] current_state, next_state;
    reg [31:0] counter;
    localparam LOADING_CYCLES = (2 * N) - 1;
    localparam COMPUTING_CYCLES = N;
    always @(*) begin
        next_state = current_state;
        case (current_state)
            S_IDLE:      if (start) next_state = S_LOADING;
            S_LOADING:   if (counter == LOADING_CYCLES - 1) next_state = S_COMPUTING;
            S_COMPUTING: if (counter == COMPUTING_CYCLES - 1) next_state = S_IDLE;
            default:     next_state = S_IDLE;
        endcase
    end
    always @(posedge clk or posedge reset) begin
        if (reset) begin
            current_state <= S_IDLE;
            counter <= 0;
        end else begin
            current_state <= next_state;
            if ((current_state == S_IDLE && next_state == S_LOADING) ||
                (current_state == S_LOADING && next_state == S_COMPUTING)) begin
                counter <= 0;
            end else begin
                counter <= counter + 1;
            end
        end
    end
    always @(*) begin
        load_enable   = (current_state == S_LOADING);
        pe_enable     = (current_state == S_LOADING || current_state == S_COMPUTING);
        done          = (current_state == S_COMPUTING && counter == COMPUTING_CYCLES - 1);
        cycle_counter = counter;
    end
endmodule
module processing_element #(
    parameter DATA_WIDTH = 16,
    parameter ACCUM_WIDTH = 40
) (
    input clk,
    input reset,
    input pe_enable,
    input signed [DATA_WIDTH-1:0] data_in_a,
    input signed [DATA_WIDTH-1:0] data_in_b,
    output reg signed [DATA_WIDTH-1:0] data_out_a,
    output reg signed [DATA_WIDTH-1:0] data_out_b,
    output [ACCUM_WIDTH-1:0] accum_out
);
    reg signed [ACCUM_WIDTH-1:0] accum_reg;
    wire signed [(2*DATA_WIDTH)-1:0] product;
    assign product = data_in_a * data_in_b;
    always @(posedge clk or posedge reset) begin
        if (reset) begin
            accum_reg <= 0;
        end else if (pe_enable) begin
            accum_reg <= accum_reg + product;
        end
    end
    always @(posedge clk) begin
        data_out_a <= data_in_a;
        data_out_b <= data_in_b;
    end
    assign accum_out = accum_reg;
endmodule
module systolic_array #(
    parameter N = 4,
    parameter DATA_WIDTH = 16,
    parameter ACCUM_WIDTH = 40
) (
    input clk,
    input reset,
    input pe_enable,
    input signed [N*DATA_WIDTH-1:0] array_in_a_flat,
    input signed [N*DATA_WIDTH-1:0] array_in_b_flat,
    output signed [N*N*ACCUM_WIDTH-1:0] result_c_flat
);
    wire signed [DATA_WIDTH-1:0] array_in_a [0:N-1];
    wire signed [DATA_WIDTH-1:0] array_in_b [0:N-1];
    wire signed [ACCUM_WIDTH-1:0] result_c [0:N-1][0:N-1];
    wire signed [DATA_WIDTH-1:0] a_wires [0:N-1][0:N];
    wire signed [DATA_WIDTH-1:0] b_wires [0:N][0:N-1];
    genvar i, j;
    generate
        for (i = 0; i < N; i = i + 1) begin : unpack_inputs
            assign array_in_a[i] = array_in_a_flat[(i+1)*DATA_WIDTH-1 -: DATA_WIDTH];
            assign array_in_b[i] = array_in_b_flat[(i+1)*DATA_WIDTH-1 -: DATA_WIDTH];
        end
        for (i = 0; i < N; i = i + 1) begin : pack_outputs_rows
            for (j = 0; j < N; j = j + 1) begin : pack_outputs_cols
                assign result_c_flat[((i*N+j)+1)*ACCUM_WIDTH-1 -: ACCUM_WIDTH] = result_c[i][j];
            end
        end
    endgenerate
    genvar k;
    for (k = 0; k < N; k = k + 1) begin : assign_inputs
        assign a_wires[k][0] = array_in_a[k];
        assign b_wires[0][k] = array_in_b[k];
    end
    genvar row, col;
    generate
        for (row = 0; row < N; row = row + 1) begin : pe_rows
            for (col = 0; col < N; col = col + 1) begin : pe_cols
                processing_element #(
                    .DATA_WIDTH(DATA_WIDTH),
                    .ACCUM_WIDTH(ACCUM_WIDTH)
                ) pe_inst (
                    .clk(clk),
                    .reset(reset),
                    .pe_enable(pe_enable),
                    .data_in_a(a_wires[row][col]),
                    .data_in_b(b_wires[row][col]),
                    .data_out_a(a_wires[row][col+1]),
                    .data_out_b(b_wires[row+1][col]),
                    .accum_out(result_c[row][col])
                );
            end
        end
    endgenerate
endmodule
module top_level_accelerator #(
    parameter N = 4,
    parameter DATA_WIDTH = 16,
    parameter ACCUM_WIDTH = 40
) (
    input clk,
    input reset,
    input start,
    input load_a_b,
    input [7:0] write_addr,
    input signed [DATA_WIDTH-1:0] write_data_a,
    input signed [DATA_WIDTH-1:0] write_data_b,
    input [7:0] read_addr,
    output signed [ACCUM_WIDTH-1:0] read_data_c,
    output done
);
    reg signed [DATA_WIDTH-1:0] mem_a [0:N-1][0:N-1];
    reg signed [DATA_WIDTH-1:0] mem_b [0:N-1][0:N-1];
    wire signed [DATA_WIDTH-1:0] array_in_a [0:N-1];
    wire signed [DATA_WIDTH-1:0] array_in_b [0:N-1];
    wire signed [ACCUM_WIDTH-1:0] result_c [0:N-1][0:N-1];
    wire signed [N*DATA_WIDTH-1:0] array_in_a_flat;
    wire signed [N*DATA_WIDTH-1:0] array_in_b_flat;
    wire signed [N*N*ACCUM_WIDTH-1:0] result_c_flat;
    wire load_enable, pe_enable, pe_reset;
    wire [31:0] cycle_counter;
    control_unit #(.N(N)) ctrl_inst (
        .clk(clk),
        .reset(reset),
        .start(start),
        .done(done),
        .load_enable(load_enable),
        .pe_enable(pe_enable),
        .cycle_counter(cycle_counter)
    );
    assign pe_reset = reset || start;
    systolic_array #(.N(N), .DATA_WIDTH(DATA_WIDTH), .ACCUM_WIDTH(ACCUM_WIDTH)) sa_inst (
        .clk(clk), .reset(pe_reset), .pe_enable(pe_enable),
        .array_in_a_flat(array_in_a_flat),
        .array_in_b_flat(array_in_b_flat),
        .result_c_flat(result_c_flat)
    );
    always @(posedge clk) begin
        if (load_a_b) begin
            mem_a[write_addr / N][write_addr % N] <= write_data_a;
            mem_b[write_addr / N][write_addr % N] <= write_data_b;
        end
    end
    assign read_data_c = result_c[read_addr / N][read_addr % N];
    genvar row_s, col_s;
    generate
        for (row_s = 0; row_s < N; row_s = row_s + 1) begin : a_input_gen
            reg signed [DATA_WIDTH-1:0] a_input_reg;
            always @(posedge clk) begin
                if (load_enable && cycle_counter >= row_s && cycle_counter < (row_s + N))
                    a_input_reg <= mem_a[row_s][cycle_counter - row_s];
                else a_input_reg <= 0;
            end
            assign array_in_a[row_s] = a_input_reg;
        end
        for (col_s = 0; col_s < N; col_s = col_s + 1) begin : b_input_gen
            reg signed [DATA_WIDTH-1:0] b_input_reg;
             always @(posedge clk) begin
                if (load_enable && cycle_counter >= col_s && cycle_counter < (col_s + N))
                    b_input_reg <= mem_b[cycle_counter - col_s][col_s];
                else b_input_reg <= 0;
            end
            assign array_in_b[col_s] = b_input_reg;
        end
    endgenerate
    genvar i, j;
    generate
        for (i = 0; i < N; i = i + 1) begin : pack_inputs
            assign array_in_a_flat[(i+1)*DATA_WIDTH-1 -: DATA_WIDTH] = array_in_a[i];
            assign array_in_b_flat[(i+1)*DATA_WIDTH-1 -: DATA_WIDTH] = array_in_b[i];
        end
        for (i = 0; i < N; i = i + 1) begin : unpack_outputs_rows
            for (j = 0; j < N; j = j + 1) begin : unpack_outputs_cols
                assign result_c[i][j] = result_c_flat[((i*N+j)+1)*ACCUM_WIDTH-1 -: ACCUM_WIDTH];
            end
        end
    endgenerate
endmodule
```
==> impl_metrics.prom <==
# HELP chip_impl_metric Synthesis and place-and-route metrics
# TYPE chip_impl_metric gauge
chip_impl_info{name="run_status",value="finished, final reports clean"} 1
chip_impl_metric{name="timing.final.max_slew_violations",unit=""} 0
chip_impl_metric{name="worst-path-max-fanout",unit=""} 32
chip_impl_metric{name="initCoreUtil",unit=""} 0.402
chip_impl_metric{name="initialDrtViolationCount",unit=""} 7877
chip_impl_metric{name="ys_warn_count",unit=""} 4
chip_impl_metric{name="stage_log_warnings",unit=""} 56
chip_impl_metric{name="drt_drc_violations_left",unit=""} 0
chip_impl_metric{name="clock-sinks",unit=""} 1699
chip_impl_info{name="cpMostUsedCell",value="sky130_fd_sc_hd__clkdlybuf4s50_1"} 1
chip_impl_metric{name="drt-wirelength-per-cell",unit="um"} 22.6
chip_impl_metric{name="regArea",unit="mm^2"} 0.0425
chip_impl_metric{name="cts.htree.levels",unit=""} 4
chip_impl_metric{name="enable_flop_cells",unit=""} 512
chip_impl_metric{name="ctsResizeCount",unit=""} 0
chip_impl_metric{name="cts_setup_buffers",unit=""} 0
chip_impl_metric{name="slowest_delay",unit="ns"} 0.77
chip_impl_metric{name="grt_pass1_vias",unit=""} 190550
chip_impl_metric{name="power.density",unit="mW/mm^2"} 15.9
chip_impl_info{name="synthTopCellsByCount",value="sky130_fd_sc_hd__inv_1, sky130_fd_sc_hd__fa_1, sky130_fd_sc_hd__nand2_1"} 1
chip_impl_info{name="cts_tree",value="done"} 1
chip_impl_metric{name="max-cap-violations",unit=""} 0
chip_impl_metric{name="viasPerCell",unit=""} 5.02
chip_impl_metric{name="holdWs",unit="ns"} 0.403
chip_impl_info{name="synth.most_common_cell",value="sky130_fd_sc_hd__inv_1"} 1
chip_impl_info{name="topCellsByArea",value="sky130_fd_sc_hd__fa_1, sky130_fd_sc_hd__inv_1, sky130_fd_sc_hd__ha_1"} 1
chip_impl_metric{name="worst_skew_pair_latency",unit="ns"} 1.01
chip_impl_info{name="critical_path.startpoint_type",value="primary input"} 1
chip_impl_metric{name="hold_buf_count_cts",unit=""} 0
chip_impl_info{name="criticalPathCategory",value="in -> out"} 1
chip_impl_metric{name="hold_viol",unit=""} 0
chip_impl_info{name="min_path_type",value="reg -> reg"} 1
chip_impl_metric{name="cts_inserted_buffers",unit=""} 212
chip_impl_metric{name="logic_area",unit="mm^2"} 0.187
chip_impl_metric{name="worst_slew_pin_slew",unit="ns"} 1.27
chip_impl_metric{name="synth-seq-area-share",unit=""} 0.166
chip_impl_metric{name="fill_cells",unit=""} 59708
chip_impl_metric{name="wl",unit="mm"} 781
chip_impl_metric{name="synth.top_cell.area_share",unit=""} 0.412
chip_impl_metric{name="clkTransAtPathRegs",unit="ns"} 0.07
chip_impl_info{name="cts-root-buf",value="sky130_fd_sc_hd__clkbuf_16"} 1
chip_impl_metric{name="floorplan.io_pins",unit=""} 93
chip_impl_metric{name="die_area",unit="mm^2"} 0.644
chip_impl_metric{name="share_of_the_cycle_needed_by_the_critical_path_after_routing",unit=""} 0.512
chip_impl_metric{name="globalRouteOverflowTotal",unit=""} 0
chip_impl_metric{name="ys_cells",unit=""} 25905
chip_impl_metric{name="finalWeightedCongestion",unit=""} 1.03
chip_impl_info{name="synthDominantAreaCellType",value="sky130_fd_sc_hd__fa_1"} 1
chip_impl_metric{name="postSynthRegisterBits",unit=""} 1699
chip_impl_metric{name="setup_viol",unit=""} 0
chip_impl_metric{name="yosysUniqueCellTypes",unit=""} 97
chip_impl_metric{name="postSynth.asyncResetShare",unit=""} 0.397
chip_impl_metric{name="clock-skew-final",unit="ns"} 0.115
chip_impl_metric{name="die_x",unit="um"} 803
chip_impl_metric{name="number_of_search_and_repair_iterations_in_the_first_detailed_routing_pass",unit=""} 8
chip_impl_metric{name="die_height",unit="um"} 803
chip_impl_metric{name="post_synth_instance_area",unit="mm^2"} 0.256
chip_impl_metric{name="synth-area-yosys",unit="mm^2"} 0.256
chip_impl_metric{name="critPathRequiredTime",unit="ns"} 29.20
chip_impl_metric{name="via_count",unit=""} 173181
chip_impl_metric{name="area_growth_syn_to_layout",unit="%"} 7.86
chip_impl_metric{name="dp_hpwl",unit="mm"} 647
chip_impl_metric{name="drive_above_1_share",unit=""} 0.0472
chip_impl_metric{name="maxClockFrequency",unit="GHz"} 0.0535
chip_impl_info{name="rsz_0062_raised_after_global_routing",value="no"} 1
chip_impl_info{name="ys_dominant_reg_cell",value="sky130_fd_sc_hd__dfrtp_1"} 1
chip_impl_metric{name="crit_buf_inv",unit=""} 3
chip_impl_metric{name="final.setup.tns",unit="ns"} 0
chip_impl_metric{name="antenna_found_initial",unit=""} 107
chip_impl_metric{name="data_arrival_critical_path",unit="ns"} 11.39
chip_impl_metric{name="number_of_cells_in_the_design_after_placement",unit=""} 34050
chip_impl_metric{name="fin_ws",unit="ns"} 17.81
chip_impl_metric{name="placeableCoreArea",unit="mm^2"} 0.638
chip_impl_info{name="timing.critical_path.to_type",value="primary output"} 1
chip_impl_metric{name="total_leakage_power",unit="nW"} 145
chip_impl_metric{name="core_util_final",unit=""} 0.434
chip_impl_metric{name="route.antenna.remaining_nets",unit=""} 0
chip_impl_metric{name="finalCriticalPeriod",unit="ns"} 18.69
chip_impl_info{name="slowest_stage",value="sky130_fd_sc_hd__clkdlybuf4s50_1"} 1
chip_impl_metric{name="finish.cell_count_without_fillers",unit=""} 34530
chip_impl_info{name="crit_family",value="buffers and inverters"} 1
chip_impl_metric{name="clockBufferDepth",unit=""} 4
chip_impl_metric{name="grt_first_pass_wirelength",unit="mm"} 1200
chip_impl_metric{name="synthesis.instances",unit=""} 25905
chip_impl_metric{name="timing.slew.headroom",unit=""} 0.152
chip_impl_metric{name="numPortBuffers",unit=""} 84
chip_impl_metric{name="syn_avg_cell_area",unit="um^2"} 9.90
chip_impl_metric{name="place_worst_setup_slack",unit="ns"} 18.05
chip_impl_metric{name="rows",unit=""} 293
chip_impl_metric{name="vdd_ir_drop_max",unit="V"} 0.0000461
chip_impl_metric{name="track_usage",unit=""} 0.268
chip_impl_metric{name="grt_start_max_net_pins",unit=""} 93
chip_impl_info{name="worstPathCellList",value="clkdlybuf4s50_1, nand2_1, nor3_2, buf_4, a221oi_1, nand3_1, o22a_1, clkdlybuf4s50_1"} 1
chip_impl_metric{name="largest_reg_flops",unit=""} 640
==> through the flow <==
step,area (um^2),total power [mW]
4_1_cts,276000,4.44
6_report,277000,4.39
3_5_place_dp,269000,2.08
5_1_grt,276000,4.50
3_3_place_gp,269000,2.08
2_1_floorplan,256000,2.04
==> metal layers <==
layer	global-route usage	up-vias	wire (um)
met2	0.380	5964	336000
met4	0.113	58	45400
met3	0.168	1197	115000
li1	-	78262	-
met1	0.337	87700	284000
met5	0.00383	-	510
==> layout make-up <==
cell class | instances | share of cell area
Multi-Input combinational cell | 16836 | 0.674
Sequential cell | 1699 | 0.154
Inverter | 6523 | 0.0885
Tap cell | 8407 | 0.0380
Clock buffer | 274 | 0.0215
Timing Repair Buffer | 585 | 0.0168
Clock inverter | 124 | 0.00608
Antenna cell | 82 | 0.000742
==> where the power goes <==
group	internal, mW	switching (mW)
Sequential	1.97	0.00416
Clock	1.38	0.968
Combinational	0.0176	0.0532
Total	3.36	1.03
==> worst paths after layout <==
check                      depth (start not counted)                                                   end                                           startpoint  slack, ns
max                                                8                                       read_data_c[18]                                         read_addr[0]      17.81
max in group asynchronous                          6                            asynchronous set/reset pin                                                start      26.89
max reg2reg                                       24                                                  flop  sa_inst.pe_rows[2].pe_cols[0].pe_inst.data_out_b[5]      28.46
min in group asynchronous                          3                                  ctrl_inst.counter[9]                                                reset       6.78
min                                                0  sa_inst.pe_rows[0].pe_cols[0].pe_inst.data_out_b[15]                       b_input_gen[0].b_input_reg[15]       0.40
min reg2reg                                        0  sa_inst.pe_rows[0].pe_cols[0].pe_inst.data_out_b[15]                       b_input_gen[0].b_input_reg[15]       0.40
==> kinds of logic after synthesis <==
| group | Yosys count | synth area share |
|---|---|---|
| adders and majority gates | 7127 | 0.502 |
| DFF | 1699 | 0.166 |
| xor gates and xnor gates | 661 | 0.0226 |
| buffers and inverters | 7370 | 0.108 |
| muxes | 298 | 0.0233 |
| and+or+nand+nor | 6291 | 0.117 |
| AOI/OAI and AO/OA | 2459 | 0.0610 |
==> cell usage in the layout, fill, tap and decap left out, drive strengths merged, types with 101 or more instances in the layout <==
master	instances
a21o	226
a21oi	816
a22oi	227
and2	1837
and3	132
buf	501
clkbuf	274
dfrtp	674
dfxtp	512
edfxtp	512
fa	5280
ha	1847
inv	6542
mux4	238
nand2	2778
nand2b	121
nand3	136
nor2	880
nor3	104
o21ai	481
o21bai	101
xnor2	346
xor2	315
==> worst reg2reg max path, stage by stage, from the launching register on <==
cell and delay (ns):
sky130_fd_sc_hd__dfxtp_1 0.84, sky130_fd_sc_hd__and2_1 0.29, sky130_fd_sc_hd__inv_1 0.07, sky130_fd_sc_hd__fa_1 0.54, sky130_fd_sc_hd__inv_1 0.06, sky130_fd_sc_hd__fa_1 0.49
sky130_fd_sc_hd__inv_1 0.20, sky130_fd_sc_hd__fa_1 0.55, sky130_fd_sc_hd__inv_1 0.05, sky130_fd_sc_hd__fa_1 0.51, sky130_fd_sc_hd__fa_1 0.50, sky130_fd_sc_hd__inv_1 0.05
sky130_fd_sc_hd__fa_1 0.48, sky130_fd_sc_hd__inv_1 0.05, sky130_fd_sc_hd__ha_1 0.39, sky130_fd_sc_hd__a21oi_1 0.24, sky130_fd_sc_hd__o21ai_0 0.15, sky130_fd_sc_hd__nor3_1 0.18
sky130_fd_sc_hd__o21ai_0 0.16, sky130_fd_sc_hd__a21oi_1 0.18, sky130_fd_sc_hd__o21ai_0 0.12, sky130_fd_sc_hd__o41ai_1 0.65, sky130_fd_sc_hd__a2bb2oi_1 0.31, sky130_fd_sc_hd__o221ai_1 0.47
sky130_fd_sc_hd__xor2_1 0.32
Power figures rest on the tool's default switching activity, not on a simulated workload.
